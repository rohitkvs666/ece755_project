==> ./run.sh <==
#!/bin/bash
# OpenROAD 26Q1-2900-gdf79404cd8, Yosys 0.63+post, stock flow scripts
make -C /OpenROAD-flow-scripts/flow DESIGN_CONFIG=/design/flow/config.mk WORK_HOME=/design/flow/orfs finish
==> ./config.mk <==
export PLATFORM = sky130hd
export DESIGN_NAME = neuron
export DESIGN_NICKNAME = neuron
export VERILOG_FILES = /design/flow/design.v
export SDC_FILE = /design/flow/constraint.sdc
export NUM_CORES = 4
export LEC_CHECK = 1
export CORE_UTILIZATION = 30
==> ./constraint.sdc <==
current_design neuron

set clk_period 11.5
set clk_io_pct 0.2

create_clock -name clk0 -period $clk_period

set non_clock_inputs [all_inputs -no_clocks]
set_input_delay [expr $clk_period * $clk_io_pct] -clock clk0 $non_clock_inputs
set_output_delay [expr $clk_period * $clk_io_pct] -clock clk0 [all_outputs]
==> ./design.v <==
module neuron(in1, in2, in3, in4, w1, w2, w3, w4, out);
    parameter input_size = 5;
    parameter output_size = 10;
    input signed [4:0] w1, w2, w3, w4;
    input signed [input_size - 1: 0] in1, in2, in3, in4;
    output signed [output_size - 1 : 0] out;
    assign out = in1*w1 + in2*w2 + in3*w3 + in4*w4;
endmodule
==> GITHUB_STEP_SUMMARY <==
### Flow metrics

| Metric | Value |
|---|---|
| FP Util | 31.0% |
| Status | completed |
| Setup violations, final | 0 |
| Number of global-route vias before repair | 3144 |
| Measured slew at the worst slew-check pin | 0.428 ns |
| Post-CTS setup buffer count | 0 |
| Final-layout clock buffer total | 0 |
| Maxcap violations | 0 |
| CP max stage delay | 0.62 ns |
| Worst-path maximum fanout | 5 |
| Initial antenna violation count | 0 |
| Tool Warnings | 37 |
| Crit path cell chain | clkdlybuf4s50_1 -> nand2_1 -> fa_1 -> inv_1 -> fa_1 -> inv_1 -> fa_1 -> inv_1 -> fa_1 -> fa_1 -> inv_1 -> fa_1 -> inv_1 -> ha_1 -> ha_1 -> a21o_1 -> a21oi_1 -> o21bai_1 -> a21oi_1 -> o21ai_0 -> xor2_1 -> clkdlybuf4s50_1 |
| Flop count | 0 |
| Slew Limit Headroom | 71.4% |
| Synthesis-to-layout area growth | 16.8% |
| Total negative slack | 0 ns |
| Critical path's top delay family | adder cells |
| Syn Area/Cell | 9.59 sq um |
| Die height | 122 um |
| Mapped Area | 4320 sq um |
| Tot GR Track Use | 13.7% |
| Core Area | 13900 sq um |
| Crit path DRT | 9.20 ns |
| Largest net degree at the start of global routing | 12 |
| Post-CTS resize count | 0 |
| Layout cell share with drive strength beyond 1 | 0.200% |
| Post-synth top cells | 136 x inv_1, 112 x fa_1, 51 x ha_1 |
| Final wirelength | 8.46 mm |
| Final instance area | 5040 sq um |
| Yosys top cell area share | 51.9% |
| RePlAce Congestion | 0.874 |
| Antenna diodes | 0 |
| Drt via density | 4.18 |
| Unrepaired setup endpoints after global routing | no |
| Count of different cell masters after synthesis | 15 |
| Fillers | 1355 |
| Slowest cell on crit path | clkdlybuf4s50_1 |
| Dpl cells | 680 |
| Detailed Routing Iterations Pass 1 | 4 |
| Die Width | 122 um |
| Cts hold-fix bufs | 0 |
| Port buffer count | 50 |
| ANT nets after route | 0 |
| Worst Path Buf+Inv | 7 |
| Top cells, area | fa_1 52%, ha_1 15%, inv_1 12%, and2_1 6.5%, xnor2_1 5.9% |
| DR iter-0 viols | 81 |
| Register area share after synthesis | 0% |
| Most frequent CP cell | fa_1 |
| Std-Cell Rows | 43 |
| Fin util | 36.2% |
| Cycle use final | 92.8% |
| Global-route wire length before repair | 15.1 mm |
| Gate count after technology mapping | 450 |
| Grt ovf | 0 |
| Min-Delay Path Class | in2out |
| CP Data Arrival Time | 8.37 ns |
| # DRC | 0 |
| Yosys cell count | 450 |
| Chip Footprint | 14900 sq um |
| Post-DP Area | 5040 sq um |
| Top-Level Pins | 50 |
| Area occupied by registers | 0 sq um |
| Crit Path Class | in2out |
| Minimum clock period | 10.67 ns |
| Non-filler cells, final | 680 |
| Logic area | 3810 sq um |
| Critical Path Start Type | input pin |
| Cell with the most instances after synthesis | inv_1 |
| Wirelength per Cell | 12.4 um |
| Hold Violations, Final | 0 |
| Largest area contributor in the netlist | fa_1 |
| Synthesis Warnings | 0 |
| Yosys Chip Area | 4320 sq um |
| Type of destination of the critical path | primary output |
| Slew Viols, Final | 0 |
| Via count | 2844 |
| Hpwl dp | 8.16 mm |
| Top achievable clock speed | 93.7 MHz |
[kinds of logic after synthesis]
group                    synth area share, %
multiplexers                           0.261
adder cells (fa/ha/maj)                 66.7
AND-OR/OR-AND                           1.74
XOR/XNOR                                6.90
AND/OR/NAND/NOR                         12.6
buffers and inverters                   11.8
[layer usage]
layer | global-route usage, % | wire length [um] | vias up | share of wire [%]
li1 | - | - | 1379 | -
met1 | 20.0 | 3570 | 1414 | 42
met2 | 23.6 | 4530 | 47 | 54
met3 | 1.38 | 250 | 4 | 3.0
met4 | 1.39 | 113 | 0 | 1.3
met5 | 0 | 0 | - | 0
[cells in the final DEF (no fill, tap or decap), types with 6 or more instances in the layout]
| cell type | instances |
|---|---|
| and2_1 | 45 |
| a21oi_1 | 6 |
| nor2b_1 | 6 |
| xnor2_1 | 29 |
| clkdlybuf4s50_1 | 50 |
| nand2b_1 | 11 |
| nand2_1 | 39 |
| ha_1 | 51 |
| fa_1 | 112 |
| inv_1 | 136 |
[per-stage QoR]
| step | setup slack (ns) | hold slack [ns] |
|---|---|---|
| final | 0.828 | 6.14 |
| after global routing | 0.402 | 6.25 |
| after global placement | 0.806 | 6.14 |
| after CTS | 0.731 | 6.16 |
| after detailed placement | 0.743 | 6.16 |
| after floorplan | 2.23 | 5.02 |
[final timing paths]
path | startpoint | endpoint | depth (start not counted)
worst min-delay path | in1[0] | out[0] | 6
worst max-delay path | in3[2] | out[9] | 22
[worst min-delay path: stages]
cell and delay (ns):
clkdlybuf4s50_1 0.48, nand2_1 0.23, xnor2_1 0.12, xnor2_1 0.14, ha_1 0.12, clkdlybuf4s50_1 0.44
[area by class of cell]
cell class | instances | area share [%]
well taps | 180 | 4.47
repair buffers | 50 | 9.93
multi-input cells | 314 | 75.5
inverters | 136 | 10.1
